==> design/flow/design.v <==
module node_processing (feature_val, abs_cur_addr, cmp_value, rel_right_child, rel_left_child,
	nxt_node_abs_addr);
output logic [13:0]  nxt_node_abs_addr;
input  logic  [8:0]  feature_val;
input logic   [13:0] abs_cur_addr;
input  logic  [6:0]  rel_right_child;     
input  logic  [6:0]  rel_left_child;      
input  logic  [8:0]  cmp_value;           
logic comparator_out;
logic [13:0] rel_addr;
assign comparator_out = (feature_val <= cmp_value);
assign rel_addr = (comparator_out) ? {7'd0, rel_left_child}  : {7'd0, rel_right_child};
assign nxt_node_abs_addr = abs_cur_addr + rel_addr;
endmodule
==> design/flow/run.sh <==
#!/bin/bash
# OpenROAD 26Q1-2900-gdf79404cd8, Yosys 0.63+post, stock flow scripts
make -C /OpenROAD-flow-scripts/flow DESIGN_CONFIG=/design/flow/config.mk WORK_HOME=/design/flow/orfs finish
==> design/flow/config.mk <==
export PLATFORM = sky130hd
export DESIGN_NAME = node_processing
export DESIGN_NICKNAME = node_processing
export VERILOG_FILES = /design/flow/design.v
export SDC_FILE = /design/flow/constraint.sdc
export NUM_CORES = 4
export LEC_CHECK = 1
export CORE_AREA = 10 10 70 70
export DIE_AREA = 0 0 80 80
==> design/flow/constraint.sdc <==
current_design node_processing

set clk_period 7.6
set clk_io_pct 0.2

create_clock -name clk0 -period $clk_period

set non_clock_inputs [all_inputs -no_clocks]
set_input_delay [expr $clk_period * $clk_io_pct] -clock clk0 $non_clock_inputs
set_output_delay [expr $clk_period * $clk_io_pct] -clock clk0 [all_outputs]
==> impl_metrics.toml <==
# flow metrics
[sta]
min_period_ns = 6.914
setup_viol = 0
drv_slew = 0
hold_viol_final = 0
fmax_mhz = 144.6
final.setup.tns_ns = 0
worstMarginPinSlew_ns = 0.3936
rsz0062_at_grt = "false"
slew_headroom_pct = 73.59
fin_worst_hold_slack_ns = 3.983
period_used_pct = 90.98

[clock_network]
cts_resized = 0
postCtsSetupBuffers = 0
postCtsHoldBufs = 0

[global_routing]
grt_pass1_vias = 925
antenna_found_initial = 0
grt_overflow = 0
grt_start_max_net_pins = 6
grtUsageTotal_pct = 7.191
grt_pass1_wl_mm = 3.891

[setup_path]
worstPathArrival_ns = 5.39
path_class = "input pin to primary output"
end_kind = "primary output"
crit_family = "AND-OR/OR-AND gates"
path_cells = "clkdlybuf4s50_1 > inv_1 > ha_1 > and3_4 > a311oi_1 > a32o_1 > mux2_4 > ha_1 > fa_1 > a211oi_1 > o21ai_1 > a21oi_1 > nand2b_1 > xnor2_1 > clkdlybuf4s50_1"
crit_required_ns = 6.08
cp-start-kind = "input pin"
critPathSlowestCell = "clkdlybuf4s50_1"
cp-startpoint = "cmp_value[8]"
cp.depth = 15
cp_max_fo = 4
crit_buf_inv = 3
critPathMaxStageDelay_ns = 0.48

[synth]
avgSynthCellArea_um2 = 8.140
yosys.area_share.aoi_pct = 19.09
ys_sh_xor_pct = 13.01
synth_seq_share_pct = 0
ys_chip_area_um2 = 740.7
yosys_warnings = 0
syn_inst = 91
fa_ha_area_share_pct = 31.42
synthMuxAreaShare_pct = 14.19
ys_cells = 91
top_logic_kind = "adder cells"
top_cells_by_area = "ha_1 (29%), mux2_4 (14%), xor2_1 (8.3%)"
simple_gate_share_pct = 15.71
top_area_cell = "ha_1"
ys_types = 25
syn-cell-area_um2 = 740.7
top_cell_area_share_pct = 28.72

[die]
fp.dieW_um = 80
initCoreUtil_pct = 21.68
io_pins = 60
chipHeight_um = 80
chipArea_um2 = 6400
core_area_um2 = 3416
num_rows = 21

[power_and_ir_drop]
powerDensity_nw_per_um2 = 82.25
p_leak_nw = 0.6200
ir_drop_v = 0.00003211

[min_path]
worstHoldEndpoint = "nxt_node_abs_addr[13]"
hold_start = "abs_cur_addr[13]"
hold_depth = 3
min_path_type = "input pin to primary output"

[routing]
postRouteAntennaNets = 0
drt-initial-drc-count = 4
vias = 838
drc_errors = 0
post_drt_wl_per_cell_um = 11.84
vias_per_cell = 4.254
drt_first_pass_iters = 2
diodes = 0
drt_wl_total_mm = 2.333

[layout]
flops = 0
nClkBuffers = 0
fillers = 349
layout-drive-gt1-share_pct = 6.623
ff_latch_area_um2 = 0
area_growth_pct = 88.34

[job]
log.warning_count = 33
cap_violations = 0

[place]
numPortBuffers = 60
gp_congestion = 0.7574

[status]
outcome = "finished clean"
[worst min-delay path, cell delays in order]
cell	delay, ns
clkdlybuf4s50_1	0.47
xor2_1	0.06
clkdlybuf4s50_1	0.40
[cell usage in the layout, fill, tap and decap left out]
master,synthesis,routed
xor2_1,7,7
a32o_1,1,1
nand2_1,5,5
nor2b_1,2,2
a21o_1,2,2
and3_4,1,1
o21ai_1,3,3
nor3b_1,1,1
clkdlybuf4s50_1,0,60
a21oi_1,5,5
nand3_1,1,1
o211ai_1,2,2
buf_4,0,1
and4_1,1,1
a311oi_1,1,1
xnor2_1,4,4
fa_1,1,1
ha_1,17,17
o21ai_0,3,3
a211oi_1,4,4
nand2b_1,1,1
mux2_4,7,7
o21a_1,1,1
nor3b_2,1,1
inv_1,10,10
nor2_1,9,9
[report_power, final]
part           leakage (nW)  internal, mW  switching, mW
clock network             0             0              0
logic                 0.620        0.0765         0.0382
registers                 0             0              0
total                 0.620        0.0765         0.0382
[per-layer routing]
metal / GRT usage, % / vias to the layer above / part of all wire (%)
li1: - / 444 / -
met1: 7.876 / 350 / 40
met2: 12.28 / 44 / 42
met3: 4.432 / 0 / 17
met4: 0 / 0 / 0
met5: 0 / - / 0
[synthesized netlist by cell type, types with 2 or more instances]
master,count
ha_1,17
inv_1,10
nor2_1,9
mux2_4,7
xor2_1,7
a21oi_1,5
nand2_1,5
a211oi_1,4
xnor2_1,4
o21ai_0,3
o21ai_1,3
a21o_1,2
nor2b_1,2
o211ai_1,2
[stage by stage]
| step | worst slack (ns) | total power [mW] | instances | utilization (%) | instance area (µm²) |
|---|---|---|---|---|---|
| 2_1_floorplan | 1.843 | 0.05195 | 91 | - | 740.7 |
| 3_3_place_gp | 0.7513 | 0.1164 | 197 | 40.84 | 1395 |
| 3_5_place_dp | 0.6461 | 0.1168 | 197 | 40.84 | 1395 |
| 4_1_cts | 0.6445 | 0.1175 | 197 | 40.84 | 1395 |
| 5_1_grt | 0.3315 | 0.1291 | 197 | 40.84 | 1395 |
| 6_report | 0.6857 | 0.1147 | 197 | 40.84 | 1395 |
[kinds of logic (layout without fill, tap and decap cells)]
logic type	Yosys count	after routing
adder cells (fa/ha/maj)	18	18
buffers and inverters	11	71
multiplexers	7	7
AND-OR/OR-AND	22	22
XOR/XNOR	11	11
AND/OR/NAND/NOR	22	22
[area by class of cell]
cell class | count | area [µm²] | area share, %
well taps | 46 | 57.56 | 4.126
repair buffers | 61 | 608.1 | 43.59
inverters | 10 | 37.54 | 2.691
multi-input cells | 80 | 691.9 | 49.60
[worst max-delay path by stage]
stage | to | slack (ns)
4_1_cts | nxt_node_abs_addr[8] | 0.64
5_1_grt | nxt_node_abs_addr[8] | 0.33
6_report | nxt_node_abs_addr[8] | 0.69
Power is estimated from default activity; no workload was simulated.
